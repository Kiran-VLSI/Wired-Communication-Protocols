**flow/run.sh**
```bash
#!/bin/bash
# OpenROAD 26Q1-2900-gdf79404cd8, Yosys 0.63+post, stock flow scripts
make -C /OpenROAD-flow-scripts/flow DESIGN_CONFIG=/design/flow/config.mk WORK_HOME=/design/flow/orfs finish
```
**flow/config.mk**
```make
export PLATFORM = sky130hd
export DESIGN_NAME = i2c
export DESIGN_NICKNAME = i2c
export VERILOG_FILES = /design/flow/design.v
export SDC_FILE = /design/flow/constraint.sdc
export NUM_CORES = 4
export LEC_CHECK = 1
export CORE_AREA = 10 10 78 78
export DIE_AREA = 0 0 88 88
```
**flow/constraint.sdc**
```tcl
current_design i2c

set clk_period 2.5
set clk_io_pct 0.2

create_clock -name clk0 -period $clk_period [get_ports {clk}]

set non_clock_inputs [all_inputs -no_clocks]
set_input_delay [expr $clk_period * $clk_io_pct] -clock clk0 $non_clock_inputs
set_output_delay [expr $clk_period * $clk_io_pct] -clock clk0 [all_outputs]
```
**flow/design.v**
```verilog
`timescale 1ns / 1ps
module i2c(
    input wire clk,
    input wire reset,
    output reg i2c_sda,
    output reg i2c_scl
);
    localparam STATE_IDLE  = 0;
    localparam STATE_START = 1;
    localparam STATE_ADDR  = 2;
    localparam STATE_RW    = 3;
    localparam STATE_WACK  = 4;
    localparam STATE_DATA  = 5;
    localparam STATE_STOP  = 6;
    localparam STATE_WACK2 = 7;
    reg [7:0] state;
    reg [6:0] addr;
    reg [7:0] count;
    reg [7:0] data;
    always @(posedge clk or posedge reset) begin
        if (reset) begin
            state    <= STATE_IDLE;
            i2c_sda  <= 1;
            i2c_scl  <= 1;
            addr     <= 7'h50;
            count    <= 8'd0;
            data     <= 8'haa;
        end else begin
            case (state)
                STATE_IDLE: begin
                    i2c_sda <= 1;
                    state   <= STATE_START;
                end
                STATE_START: begin
                    i2c_sda <= 0;   
                    state   <= STATE_ADDR;
                    count   <= 6;
                end
                STATE_ADDR: begin
                    i2c_sda <= addr[count];
                    if (count == 0) 
                        state <= STATE_RW;
                    else 
                        count <= count - 1;
                end
                STATE_RW: begin
                    i2c_sda <= 1;   
                    state   <= STATE_WACK;
                end
                STATE_WACK: begin
                    state  <= STATE_DATA;
                    count  <= 7;
                end
                STATE_DATA: begin
                    i2c_sda <= data[count];
                    if (count == 0) 
                        state <= STATE_WACK2;
                    else 
                        count <= count - 1;
                end
                STATE_WACK2: begin
                    state <= STATE_STOP;
                end
                STATE_STOP: begin
                    i2c_sda <= 1;  
                    state   <= STATE_IDLE;
                end
                default: state <= STATE_IDLE;
            endcase
        end
    end
endmodule
```
==> run notes <==
flow finished, numbers: startpoint types=flip-flop, TNS Setup=0 ns, Max FO, Critical Path=5, Die Span Y=88 um, CP max-delay cell=or3b_2, crit path DAT=2.01 ns, post-CTS setup buffers=0, Resize count post-CTS=0, sequential power share=0.575, gr ovfl total=0, fillers=469, clock sink count=17, post-detailed-route via-to-cell ratio=4.57, Clock Power Share=0.411, Seq/Total Area, Yosys=0.531, Post-DP HPWL=1.12 mm, Peak VDD IR=0.172 mV, Logic area=352 um2, fin cells=137, I/O Buffers=2, Top cells by area=dfrtp_1 (47%), dfstp_2 (6.5%), a31oi_1 (4.7%), share of cells above drive strength 1=0.141, OpenROAD warning count=25, final hold viol count=0, GRT Util Overall=0.0423, CP endpoint=count[0]$_DFFE_PP0P_, Rows=24, Ports=4, Seq cells post-synth=17, Hold-fix buffers, CTS=0, First DRT Iteration DRCs=31, Net Sw Frac=0.191, r2r worst-path depth=6, Max-cap violations=0, htree depth=1, Rel. slew slack=0.537, design area=941 um2, # Cells Yosys=79, first-pass GRT wire length=2.73 mm, Setup Skew=0.00425 ns, r2r setup slk=0.62 ns, endpoints failing setup=0, top area contributor share=0.466, unrepaired setup endpoints after global routing=no, vias=626, dpl cells=133, Synth Cell Area=806 um2, Skew-Pair Late Insertion Delay=0.25 ns, aggregate routed wire length=1.57 mm, vias in the first global route=567, Ys Warns=1, highest clock rate=0.532 GHz, DR DRC count=0, Area growth, synth to finish=16.8%, cycle use final=0.752, Hold Crit Class=flip-flop to flip-flop, Mean Syn Cell Area=10.2 um2, critical path type=flip-flop to flip-flop, Die Wd=88 um, outcome=finished clean, clock buffer depth=2, Int Power=0.387 mW, critical path's top delay family=simple AND/OR/NAND/NOR gates, critical path depth in cells=6, max-slew violation count=0, first-pass iteration count of the detailed router=4, Yosys chip area=806 um2, Layout Utilization=0.213, reg-to-reg startpoint=count[0]$_DFFE_PP0P_, WL per Instance=11.5 um, routability cong.=0.840, cell area power density=509 nW/um2, register clock-pin slew on the reported worst setup and hold paths=0.07 ns, CP max stage delay=0.49 ns, R2R Path End=count[0]$_DFFE_PP0P_, Leakage Power=0.444 nW, Logic pwr share=0.014, Clock Tree Root=clkbuf_8, NetSw=0.0916 mW, FF/Latch Area=428 um2, Placed Area=895 um2, crit path from=count[0]$_DFFE_PP0P_, largest net degree at the start of global routing=18, WP data required=2.63 ns, Initial Utilization=0.183, initial antenna violation count=0, core area=4410 um2, die area=7740 um2, post-route ant nets=0, crit end category=flip-flop, worst-margin pin slew=0.689 ns, minimum clock period=1.88 ns, TritonCTS clock tree=done, WP buf/inv=1, cell type with the largest total area=dfrtp_1, Distinct cells, synth=33, critical path cell sequence=inv_1, ha_1, or3b_2, nor3_1, a21oi_1, o22a_1, n_diodes=0, post-synthesis instance total=79, CTS Buf Count=3
final cells by class:
type / instances / share of cell area
clock inverters: 1 / 0.00532
multi-input cells: 56 / 0.374
clock buffers: 3 / 0.0439
repair buffers: 4 / 0.0372
well taps: 52 / 0.0691
flip-flops and latches: 17 / 0.455
inverters: 4 / 0.0160
cells by family after synthesis:
kind of cell	count (synthesis)	share of synthesized area
simple gates	29	0.203
compound gates	23	0.185
flops	17	0.531
buf+inv	6	0.0326
fa+ha+maj	2	0.0311
mux	1	0.0124
other cells	1	0.00465
Yosys cell counts:
| master | n |
|---|---|
| dfrtp_1 | 15 |
| nor2_1 | 7 |
| a31oi_1 | 6 |
| o21ai_0 | 5 |
| inv_1 | 4 |
| a21oi_1 | 3 |
| nand2_1 | 3 |
| nor4_1 | 3 |
| or3_1 | 3 |
| a21o_1 | 2 |
| and2_1 | 2 |
| and3_1 | 2 |
| dfstp_2 | 2 |
| ha_1 | 2 |
| nor3_1 | 2 |
| a211oi_1 | 1 |
| a22oi_1 | 1 |
| a31o_2 | 1 |
| buf_4 | 1 |
| clkbuf_1 | 1 |
| conb_1 | 1 |
| mux2i_1 | 1 |
| nand3_1 | 1 |
| nand3b_1 | 1 |
| nor3b_1 | 1 |
| o211ai_1 | 1 |
| o22a_1 | 1 |
| o31ai_1 | 1 |
| o32ai_1 | 1 |
| or2_2 | 1 |
| or3_4 | 1 |
| or3b_2 | 1 |
| or4_1 | 1 |
layer usage:
| layer | up-vias | track usage | wire length [um] |
|---|---|---|---|
| met1 | 311 | 0.0578 | 755 |
| li1 | 303 | - | - |
| met3 | 2 | 0.0159 | 96 |
| met5 | - | 0 | 0 |
| met4 | 0 | 0.00725 | 9 |
| met2 | 10 | 0.0635 | 712 |
flip-flops by register name, summed over array words and instances (netlist names):
| register | flops |
|---|---|
| count | 8 |
| i2c_sda | 1 |
| state | 8 |
power by group through the flow:
stage     Clock, mW  Sequential, mW  Combinational, mW
4_1_cts       0.204           0.275            0.00731
5_1_grt       0.216           0.275            0.00796
6_report      0.197           0.275            0.00661
through the flow:
step,hold WS [ns],power (mW),setup slack (ns)
final,0.342,0.478,0.619
after floorplan,0.331,0.285,0.716
after detailed placement,0.335,0.288,0.641
after CTS,0.347,0.487,0.626
after global routing,0.359,0.499,0.467
after global placement,0.333,0.287,0.640
layout by cell type (no fill, tap or decap), types with 2 or more instances in the layout:
cell and instances:
o21ai_0 5, and2_1 2, inv_1 4, a21oi_1 3
nor4_1 3, a31oi_1 6, nand2_1 3, nor2_1 7
a21o_1 2, or3_1 3, and3_1 2, clkdlybuf4s50_1 2
clkbuf_8 3, dfrtp_1 15, nor3_1 2, ha_1 2
buf_4 2, dfstp_2 2
worst min path at each step:
stage | to | cells past startpoint | slack [ns] | start
final | state[3]$_DFF_PP0_ | 0 | 0.34 | state[7]$_DFF_PP0_
after global routing | state[3]$_DFF_PP0_ | 0 | 0.36 | state[7]$_DFF_PP0_
after CTS | state[3]$_DFF_PP0_ | 0 | 0.35 | state[7]$_DFF_PP0_
Power is estimated from default activity; no workload was simulated.
