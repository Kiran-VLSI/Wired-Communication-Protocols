File: design/flow/design.v
`timescale 1ns / 1ps
module i2c_slave (
    input wire clk,
    input wire reset,
    input wire i2c_sda,  
    input wire i2c_scl,  
    output reg [7:0] data_out,  
    output reg ack  
);
    localparam STATE_IDLE  = 0;
    localparam STATE_ADDR  = 1;
    localparam STATE_RW    = 2;
    localparam STATE_ACK   = 3;
    localparam STATE_DATA  = 4;
    localparam STATE_STOP  = 5;
    reg [7:0] state;
    reg [6:0] slave_addr = 7'h50;   
    reg [7:0] shift_reg;
    reg [2:0] bit_count;
    reg rw;   
    always @(posedge clk or posedge reset) begin
        if (reset) begin
            state <= STATE_IDLE;
            data_out <= 8'd0;
            ack <= 0;
            shift_reg <= 8'd0;
            bit_count <= 3'd0;
        end else begin
            case (state)
                STATE_IDLE: begin
                    if (i2c_sda == 0)  
                        state <= STATE_ADDR;
                    bit_count <= 6;
                end
                STATE_ADDR: begin
                    shift_reg[bit_count] <= i2c_sda;   
                    if (bit_count == 0) 
                        state <= STATE_RW;
                    else 
                        bit_count <= bit_count - 1;
                end
                STATE_RW: begin
                    rw <= i2c_sda;   
                    if (shift_reg[6:0] == slave_addr)  
                        state <= STATE_ACK;
                    else 
                        state <= STATE_IDLE;
                end
                STATE_ACK: begin
                    ack <= 1;   
                    state <= STATE_DATA;
                    bit_count <= 7;
                end
                STATE_DATA: begin
                    shift_reg[bit_count] <= i2c_sda;   
                    if (bit_count == 0) begin
                        data_out <= shift_reg;
                        state <= STATE_STOP;
                    end else 
                        bit_count <= bit_count - 1;
                end
                STATE_STOP: begin
                    if (i2c_sda == 1)  
                        state <= STATE_IDLE;
                end
                default: state <= STATE_IDLE;
            endcase
        end
    end
endmodule
File: design/flow/run.sh
#!/bin/bash
# OpenROAD 26Q1-2900-gdf79404cd8, Yosys 0.63+post, stock flow scripts
make -C /OpenROAD-flow-scripts/flow DESIGN_CONFIG=/design/flow/config.mk WORK_HOME=/design/flow/orfs finish
File: design/flow/config.mk
export PLATFORM = sky130hd
export DESIGN_NAME = i2c_slave
export DESIGN_NICKNAME = i2c_slave
export VERILOG_FILES = /design/flow/design.v
export SDC_FILE = /design/flow/constraint.sdc
export NUM_CORES = 4
export LEC_CHECK = 1
export CORE_AREA = 10 10 104 104
export DIE_AREA = 0 0 114 114
File: design/flow/constraint.sdc
current_design i2c_slave

set clk_period 1.8
set clk_io_pct 0.2

create_clock -name clk0 -period $clk_period [get_ports {clk}]

set non_clock_inputs [all_inputs -no_clocks]
set_input_delay [expr $clk_period * $clk_io_pct] -clock clk0 $non_clock_inputs
set_output_delay [expr $clk_period * $clk_io_pct] -clock clk0 [all_outputs]
==> ci_impl_report.md <==
### Metrics collected by this job

| Metric | Value |
|---|---|
| Via count of the first global-routing pass | `809` |
| Antenna fix cells | `0` |
| Area Overhead vs Synth | `24.64%` |
| Setup bufs post-CTS | `0` |
| Worst-Margin Slew | `about 0.35 ns` |
| Max Freq | `a little under 600 MHz` |
| Setup violators final | `0` |
| Worst ir drop on vdd | `about 320 µV` |
| Internal Power | `1.316 mW` |
| HP Class | `in2async` |
| Power share of the clock group | `16.2%` |
| RSZ-0062 raised after global routing | `false` |
| Antenna-violating nets left | `0` |
| Total power | `2.003 mW` |
| Total GRT Usage | `under 10%` |
| Hold_ws | `approximately 0.44 ns` |
| Ys async rst share | `100.0%` |
| Arr. time, crit path | `1.83 ns` |
| Part of the Yosys area used for sequential elements | `53.49%` |
| Final instance area | `between 1500 and 2000 µm²` |
| Combinational share of power | `~41%` |
| Final setup TNS | `0 ns` |
| Die y size | `114 µm` |
| CTS tree | `built` |
| Cts bufs inserted | `3` |
| Distinct lib cells | `35` |
| Synthesized area | `1219 µm²` |
| Flops after synth | `26` |
| Routed wire length per instance | `10.23 µm` |
| Lkg Pwr | `0.6581 nW` |
| Sw Pwr | `0.6863 mW` |
| First-pass GRT wire length | `4036 µm` |
| Grt ovf | `0` |
| Crit-path max FO | `4` |
| Clk root buf | `clkbuf_8` |
| Clk sink count | `26` |
| Fillers | `slightly below 1000` |
| Synth area leader | `dfrtp_1` |
| Sequential power share | `between 40% and 50%` |
| Ys cells | `100` |
| Util after Layout | `17.50%` |
| Via Count | `between 700 and 800` |
| Log Warnings | `29` |
| Die X-Extent | `114 µm` |
| Starting DRT DRC Count | `11` |
| Mapped Avg Cell Area | `roughly 12 µm²` |
| Post-synth EDFFs | `0` |
| Hold Buf Count CTS | `0` |
| PortBufs | `11` |
| Final hold violations | `0` |
| Post-synth area hogs | `dfrtp_1 51%, mux2_2 7.4%, ha_1 5.1%` |
| Max Cap Viol | `0` |
| Vias per inst | `roughly 3.5` |
| Post-Place Setup Slack | `0.1276 ns` |
| Post-route DRC violation count | `0` |
| Yosys Chip Area | `1219 µm²` |
| Final period util | `93.78%` |
| Ys flop type | `dfrtp_1` |
| Slew margin rel. | `76.95%` |
| Top cells excl fill/tap | `25 x dfrtp_1, 11 x clkdlybuf4s50_1, 9 x inv_1` |
| Number of placement rows | `34` |
| Worst setup margin | `0.1119 ns` |
| RePlAce Congestion | `0.8244` |
| Post_cts resized | `0` |
| DR pass1 iterations | `4` |
| Switching portion of total power | `between 30% and 40%` |
| Most frequent logic cell in the layout | `dfrtp_1` |
| Cells after DPL | `219` |
| Worst-path clk slew | `0.09 ns` |
| Core footprint | `between 8000 and 9000 µm²` |
| Clock skew | `around 0.011 ns` |
| Setup CP Type | `reg2reg` |
| PD cells | `1318 nW/µm²` |
| Area share, top type | `51.33%` |
| Status | `finished clean` |
| Clock latency on the worst-skew pair | `approximately 0.27 ns` |
| H-tree depth | `1` |
| Detailed Place HPWL | `1722 µm` |
| WP data required | `1.94 ns` |
| Yosys warning count | `1` |
| Pre-Place Util | `14.04%` |
| Initial antenna violation count | `0` |
| Chip area | `13000 µm²` |
| Min Clock Period, post-route | `between 1.5 and 2 ns` |
| Largest net degree at the start of global routing | `27` |
| Io pins | `13` |
| WL final | `~2300 µm` |
| Layout cells sized above 1 | `a little under a quarter` |
| Placement Cell Area | `around 1500 µm²` |
| Slew Limit Fails | `0` |
| Max Buffers Root-to-Sink | `2` |
| Fin cells | `~220` |
| Post-Syn Instances | `about 100` |
| CP endpoint kind | `register` |
| CP Launch Type | `register` |
-- area by class of cell --
cell class | instances | area, µm² | share of cell area, %
Tap cell | 108 | 135.1 | 8.896
Timing Repair Buffer | 15 | 140.1 | 9.226
Inverter | 9 | 33.78 | 2.224
Multi-Input combinational cell | 61 | 513.0 | 33.77
Clock buffer | 4 | 45.04 | 2.965
Sequential cell | 26 | 651.9 | 42.92
-- Yosys cell counts (2+ instances only) --
cell / count
a22o_1: 5
buf_2: 2
o21ai_0: 4
nor2_1: 5
dfrtp_1: 25
buf_6: 2
a32oi_1: 2
inv_1: 9
nand2_1: 7
and2_1: 2
ha_1: 5
o2bb2ai_1: 2
mux2_2: 8
-- routing by layer --
layer / part of all wire, % / vias up / global-route usage, %
li1: - / 389 / -
met1: 48 / 380 / 5.048
met2: 44 / 8 / 5.467
met3: 6.9 / 2 / 1.542
met4: 0.61 / 0 / 0.5013
met5: 0 / - / 0
-- path summary, 6_finish.rpt --
check,from,end,slack [ns],cells after the start
max,bit_count[0],shift_reg[4],0.11,6
min,reset,bit_count[0],0.44,3
max reg2reg,bit_count[0],shift_reg[4],0.11,6
min reg2reg,ack,ack,0.48,1
max in group asynchronous,reset,state[0],1.06,3
min in group clk0,ack,ack,0.48,1
-- power groups by stage --
stage / Combinational (mW) / Clock, mW / Sequential (mW)
after CTS: 0.819 / 0.338 / 0.866
after global routing: 0.921 / 0.368 / 0.895
final: 0.812 / 0.325 / 0.866
-- critical path: stages (launching register included) --
cell     delay [ns]
dfrtp_1        0.35
inv_1          0.06
ha_1           0.22
ha_4           0.29
o21ai_2        0.06
nor4_2         0.24
mux2_1         0.34
-- cells by family after synthesis --
logic type	after synthesis	share of synthesized area [%]
AND-OR/OR-AND	24	16.74
multiplexers	10	9.548
adder cells (fa/ha/maj)	5	5.133
buffers and inverters	13	5.441
flip-flops	26	53.49
AND/OR/NAND/NOR	22	9.652
Power figures rest on the tool's default switching activity, not on a simulated workload.
